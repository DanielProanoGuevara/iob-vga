$ cat ./design.v
`timescale 1ns / 1ps
module clock_divider #(
	parameter div_value = 2  
)(
		     input clk,  
		     input rst,  
		     output reg en 
		     );
   reg [3:0]  counter_value;
   always@ (posedge clk) begin
      if (rst) begin
	 counter_value <= 0;
         en <= 0;
      end
      else begin      
	 if (counter_value == div_value) begin
	    counter_value <= 0;
	    en <= 1;
	  end
	 else begin
	    counter_value <= counter_value + 1;
	    en <= 0;
	 end
      end 
   end
endmodule  
`timescale 1ns / 1ps
module horizontal_counter#(
	parameter H_Frame = 800  
)(
       input 		 clk,
       input 		 en,
       input 		 rst,
       output reg 	 enable_V_counter = 0,
       output reg [15:0] H_Count_Value = 0
			  );
   always@(posedge clk) begin
      if (rst) begin
	 enable_V_counter <= 0;
	 H_Count_Value <= 0;
      end
      else begin
	 if (en) begin
	    if (H_Count_Value < H_Frame -1) begin  
	       H_Count_Value <= H_Count_Value + 1;
	       enable_V_counter <= 0;
	    end
	    else begin
	       H_Count_Value <= 0;  
	       enable_V_counter <= 1;  
	    end
	 end
      end
   end 
endmodule  
`timescale 1ns / 1ps
module vertical_counter #(
   parameter V_Frame = 524  
)(
       input 		 clk,
       input 		 en,
       input 		 rst, 
       input 		 enable_V_counter,
       output reg [15:0] V_Count_Value = 0
			  );
   always@(posedge clk) begin
      if (rst) begin
	 V_Count_Value <= 0;
      end
      else begin
	 if (en) begin
	    if (enable_V_counter) begin
	       if (V_Count_Value < V_Frame -1) begin  
		  V_Count_Value = V_Count_Value + 1;
	       end
	       else begin
		  V_Count_Value <= 0;  
	       end
	    end
	 end
      end
   end
endmodule  
`timescale 1ns / 1ps
module iob_vga(
	   input 	     clk,
	   input 	     rst, 
	   input [11:0]      rgb,
	   output 	     v_sync,
	   output 	     h_sync,
	   output [3:0]      Red,
	   output [3:0]      Green,
	   output [3:0]      Blue,
	   output [9:0]      pixel_x,
	   output [9:0]      pixel_y	       
	   );
   wire 		en;
   wire 		enable_V_counter;
   wire [15:0] 		H_count_value;
   wire [15:0] 		V_count_value;
   localparam H_Sync_Pulse = 96;
   localparam V_Sync_Pulse = 2;
   localparam H_Front_Porch = 16;
   localparam V_Front_Porch = 10;
   localparam H_Back_Porch = 48;
   localparam V_Back_Porch = 33;
   localparam H_Visible_Area = 640;
   localparam V_Visible_Area = 480;
   clock_divider  
               #(.div_value (3))
               VGA_clk_gen
               (
			     .clk (clk),
			     .rst (rst),
			     .en (en)
			     );
   horizontal_counter  
               #(.H_Frame (800))
               VGA_H_count
               (
				  .clk (clk),
				  .rst (rst),
				  .en (en),
				  .enable_V_counter (enable_V_counter),
				  .H_Count_Value (H_count_value)
				  );
   vertical_counter  
            #(.V_Frame (525))
            VGA_V_count
            (
				.clk (clk),
				.rst (rst),
				.en (en),
				.enable_V_counter (enable_V_counter),
				.V_Count_Value (V_count_value)
				);
   assign h_sync = (H_count_value < H_Sync_Pulse)  ? 1'b0:1'b1;
   assign v_sync = (V_count_value < V_Sync_Pulse)  ? 1'b0:1'b1;
   assign Red = ( H_count_value > (H_Sync_Pulse + H_Back_Porch -1) && 
                  H_count_value < (H_Sync_Pulse + H_Back_Porch + H_Visible_Area) &&
                  V_count_value > (V_Sync_Pulse + V_Back_Porch -1) &&
                  V_count_value < (H_Sync_Pulse + V_Back_Porch + V_Visible_Area)) ? rgb[11:8]:4'h0;
   assign Green = (H_count_value > (H_Sync_Pulse + H_Back_Porch -1) && 
                  H_count_value < (H_Sync_Pulse + H_Back_Porch + H_Visible_Area) &&
                  V_count_value > (V_Sync_Pulse + V_Back_Porch -1) &&
                  V_count_value < (H_Sync_Pulse + V_Back_Porch + V_Visible_Area)) ? rgb[7:4]:4'h0;
   assign Blue = (H_count_value > (H_Sync_Pulse + H_Back_Porch -1) && 
                  H_count_value < (H_Sync_Pulse + H_Back_Porch + H_Visible_Area) &&
                  V_count_value > (V_Sync_Pulse + V_Back_Porch -1) &&
                  V_count_value < (H_Sync_Pulse + V_Back_Porch + V_Visible_Area)) ? rgb[3:0]:4'h0;
   assign pixel_x = H_count_value - H_Sync_Pulse - H_Back_Porch + 1;
   assign pixel_y = V_count_value - V_Sync_Pulse - V_Back_Porch + 1;
endmodule  
$ cat ./run.sh
#!/bin/bash
# OpenROAD 26Q1-2900-gdf79404cd8, Yosys 0.63+post, stock flow scripts
make -C /OpenROAD-flow-scripts/flow DESIGN_CONFIG=/design/flow/config.mk WORK_HOME=/design/flow/orfs finish
$ cat ./config.mk
export PLATFORM = sky130hd
export DESIGN_NAME = iob_vga
export DESIGN_NICKNAME = iob_vga
export VERILOG_FILES = /design/flow/design.v
export SDC_FILE = /design/flow/constraint.sdc
export NUM_CORES = 4
export LEC_CHECK = 1
export CORE_AREA = 10 10 113 113
export DIE_AREA = 0 0 123 123
$ cat ./constraint.sdc
current_design iob_vga

set clk_period 3.4
set clk_io_pct 0.2

create_clock -name clk0 -period $clk_period [get_ports {clk}]

set non_clock_inputs [all_inputs -no_clocks]
set_input_delay [expr $clk_period * $clk_io_pct] -clock clk0 $non_clock_inputs
set_output_delay [expr $clk_period * $clk_io_pct] -clock clk0 [all_outputs]
==> run summary <==
fresh numbers from the pnr run: CTS HTree Levels 2, vias in the first global route around 1900, crit path kind flop to output pin, layout cells sized above 1 11.2%, Skew-Pair Late Insertion Delay slightly below 0.3 ns, leakage power figure a little under 1 nW, Max-Cap Viols 0, Init Core Util 22.6%, Yosys Instances 283, cells after synthesis 283, per-cell routed wire length around 13 µm, min-delay worst type flop to flop, worst path arrival time around 2.6 ns, Worst-path clk slew around 0.08 ns, Final Hold Vio Count 0, CTS buffer count 5, Post-synth regs 38, Unique masters post-synth 46, Syn-to-layout area delta 30.7%, DRC Markers 0, CP Launch Type flop, FF-to-FF setup slack 1.43 ns, drt pass-1 iters 4, Post-Route WL 5.89 mm, Layout Cells excl Fill between 400 and 500, clock sink count 38, Synth Seq Share between 30% and 40%, Peak supply drop about 0.00023 V, setup TNS 0 ns, status complete, no violations, total gr overflow 0, worst hold slack between 0.4 and 0.5 ns, via count 2076, post-route ant nets 0, YS chip area roughly 0.0023 mm², ys flop type dfxtp_1, antenna violations before repair 0, Tool Warnings 28, Rows 37, synthesized cell area between 0.002 and 0.0025 mm², core area 0.0103 mm², # diodes 0, endpoint type of the worst setup path output pin, min Tclk post-route 3.25 ns, pin count of the biggest net entering global routing 25, Die Height between 100 and 150 µm, Max Freq just over 300 MHz, clock buffer depth 2, fraction of registers with async set/reset 0%, Slew Viols, Final 0, routed length on met2 ~2.8 mm, final worst-path setup slack ~0.15 ns, global-route wire length before repair around 9.5 mm, Worst Path Max Fanout 6, Total GRT Usage under 10%, drt via density ~4.5, DIE AREA approximately 0.015 mm², GPL Wtd Cong 0.849, die width between 100 and 150 µm, Setup Viol. Count Final 0, Ys Warns 3, Worst Max-Slew Pin Slew approximately 0.75 ns, syn avg cell area 8.25 µm², Max Clock Skew 0.00734 ns, Detailed Route Iter0 Violations about 140, pwr dens 291 mW/mm², placed wire-length estimate 4.25 mm, Final Util around 30%, Root Buffer clkbuf_8, worst path required time about 2.7 ns, reg2reg path depth 6, routed wl met3 about 340 µm, Placed Instances around 450, RSZ-0062 raised after global routing no, Post-synth EDFFs 0, Final period util between 90 and 100%, WL met1 roughly 2.8 mm, Ports 48, Top Metal Used met4, Rel. slew slack ~50%, pre-CTS setup slack between 0.2 and 0.3 ns, Hold Path Stages 1, CTS tree yes, PortBufs about 47
==> layout by cell type, fill, tap and decap left out, types with 3 or more instances in the layout <==
cell type	count
dfxtp_1	38
nand4_1	8
nor3_1	28
a31oi_1	5
nor2b_1	3
buf_4	5
a21oi_1	8
inv_1	10
nor4_1	9
nor2_1	29
xnor2_1	21
clkdlybuf4s50_1	47
clkbuf_8	5
ha_1	7
nand3_1	8
or3_1	3
nor4_2	10
nand2_1	28
xor2_1	14
==> critical path, cell delays in order, from the launching register on <==
cell and delay, ns:
dfxtp_1 0.32, or4_4 0.56, a2111oi_4 0.28, buf_4 0.20, o211ai_4 0.13, nor4_1 0.27, clkdlybuf4s50_1 0.52
==> final timing paths <==
kind | start | endpoint
min reg2reg | VGA_clk_gen.counter_value[0]$_SDFF_PP0_ | VGA_clk_gen.counter_value[0]$_SDFF_PP0_
max | VGA_V_count.V_Count_Value[15]$_SDFFE_PP0P_ | Green[3]
max reg2reg | VGA_V_count.V_Count_Value[15]$_SDFFE_PP0P_ | VGA_V_count.V_Count_Value[1]$_SDFFE_PP0P_
min | VGA_clk_gen.counter_value[0]$_SDFF_PP0_ | VGA_clk_gen.counter_value[0]$_SDFF_PP0_
==> cells by family after synthesis <==
logic type | after synthesis | share of synthesized area [%]
muxes | 2 | 0.857
and+or+nand+nor | 142 | 34.3
xor gates and xnor gates | 35 | 13.1
adders and majority gates | 7 | 3.75
AOI/OAI and AO/OA | 27 | 8.84
buffers and inverters | 32 | 6.54
DFF | 38 | 32.6
==> power breakdown <==
part | internal (mW) | switching, mW | total, mW
Combinational | 0.0268 | 0.0156 | 0.0424
Clock | 0.218 | 0.169 | 0.387
Sequential | 0.450 | 0.00744 | 0.458
Total | 0.696 | 0.192 | 0.887
==> synthesized netlist by cell type (5+ instances only) <==
library cell	instances	area [µm²]
nor2_1	30	113
xor2_1	14	123
a21oi_1	8	40.0
nand2_1	28	105
nand4_1	8	50.1
inv_1	10	37.5
a31oi_1	5	31.3
xnor2_1	21	184
clkbuf_1	7	26.3
nor4_2	9	113
nand3_1	8	40.0
nor4_1	10	62.6
buf_2	11	55.1
ha_1	7	87.6
dfxtp_1	38	761
nor3_1	28	140
==> layout make-up <==
| cell class | instances | area [µm²] |
|---|---|---|
| Tap cell | 136 | 170 |
| Sequential cell | 38 | 761 |
| Clock inverter | 3 | 45.0 |
| Inverter | 10 | 37.5 |
| Timing Repair Buffer | 52 | 508 |
| Fill cell | 1064 | 7270 |
| Clock buffer | 5 | 68.8 |
| Multi-Input combinational cell | 214 | 1460 |
==> through the flow <==
step / instance area [µm²] / power [mW]
floorplan: 2330 / 0.484
global placement: 2880 / 0.510
detailed placement: 2880 / 0.511
CTS: 3010 / 0.894
global route: 3050 / 0.921
finish: 3050 / 0.887
==> routing by layer <==
metal | global-route usage (%) | vias to the layer above
met3 | 1.99 | 4
met1 | 10.7 | 971
met4 | 0.582 | 0
met2 | 11.7 | 32
li1 | - | 1069
met5 | 0 | -
==> state kept, by name, summed over array words and instances, names as in the netlist <==
signal	cells
VGA_H_count.H_Count_Value	16
VGA_V_count.V_Count_Value	16
VGA_clk_gen.counter_value	4
VGA_H_count.enable_V_counter	1
VGA_clk_gen.en	1
==> what timing repair did <==
item,CTS,global route
hold buffers,0,0
pin swaps,0,2
setup buffers,0,2
gates resized,1,3
cloned,0,1
endpoints found under the setup margin,6,2
Power figures rest on the tool's default switching activity, not on a simulated workload.
